==> ./design.v <==
module alu_16bit (
    input  [15:0] A,
    input  [15:0] B,
    input  [3:0]  opcode,
    output reg [15:0] result,
    output reg zero,
    output reg carry,
    output reg sign,
    output reg overflow
);
    reg [16:0] temp;
    always @(*) begin
        temp     = 17'b0;
        result   = 16'b0;
        carry    = 1'b0;
        overflow = 1'b0;
        case(opcode)
            4'b0000: begin
                temp = A + B;
                result = temp[15:0];
                carry = temp[16];
                overflow = temp[15] ^ temp[16];
            end
            4'b0001: begin
                temp = A - B;
                result = temp[15:0];
                carry = temp[16];
                overflow = temp[15] ^ temp[16];
            end
            4'b0010: result = A & B;
            4'b0011: result = A | B;
            4'b0100: result = A ^ B;
            4'b0101: begin
                result = A << 1;
                carry = A[15];
            end
            4'b0110: begin
                result = A >> 1;
                carry = A[0];
            end
            default: result = 16'b0;
        endcase
        zero = (result == 16'b0);
        sign = result[15];
    end
endmodule
==> ./run.sh <==
#!/bin/bash
# OpenROAD 26Q1-2900-gdf79404cd8, Yosys 0.63+post, stock flow scripts
make -C /OpenROAD-flow-scripts/flow DESIGN_CONFIG=/design/flow/config.mk WORK_HOME=/design/flow/orfs finish
==> ./config.mk <==
export PLATFORM = sky130hd
export DESIGN_NAME = alu_16bit
export DESIGN_NICKNAME = alu_16bit
export VERILOG_FILES = /design/flow/design.v
export SDC_FILE = /design/flow/constraint.sdc
export NUM_CORES = 4
export LEC_CHECK = 1
export CORE_UTILIZATION = 40
==> ./constraint.sdc <==
current_design alu_16bit

set clk_period 14.0
set clk_io_pct 0.2

create_clock -name clk0 -period $clk_period

set non_clock_inputs [all_inputs -no_clocks]
set_input_delay [expr $clk_period * $clk_io_pct] -clock clk0 $non_clock_inputs
set_output_delay [expr $clk_period * $clk_io_pct] -clock clk0 [all_outputs]
==> summary.txt <==
yosys + openroad results -> worst hold-check path type=in2out, Worst Path Arrival=7.21 ns, Slew headroom=43.1%, Hold Buf Count CTS=0, total grt overflow=0, Fill cells=708, setup violators final=0, count of tool warnings=67, die height=86.8 um, crit path time final=10.01 ns, MUX share of area=2.87%, Final Hold Fails=0, Post-CTS Resized=0, Site Rows=30, ys cells=433, Total Power=0.000125 W, gr usage total=25.1%, Worst setup SP type=input pin, Max VDD drop=14.0 uV, Slew Viols, Final=0, CLK BUF=0, drt wl/cell=16.4 um, Die W=86.8 um, Simple-Gate Fraction of Synth Area=24.9%, crit path max fanout=5, FMAX=99.9 MHz, fin area=3450 sq um, aoi share=35.5%, Pwr Density=36.2 nW/um^2, Main logic family=AND-OR/OR-AND gates, DRC viols=0, CP Launch Point=A[0], HPWL after detailed placement=7340 um, setup repair bufs after CTS=0, initial cell density of the core=41.9%, most frequent cells in the layout=clkdlybuf4s50_1, ha_1, nor2_1, register area=0 sq um, CP Class=in2out, final WL=9240 um, Yosys Chip Area=2880 sq um, Unique cell types=70, fin crit share=71.5%, DIE AREA=7530 sq um, vias in the first global route=2817, Worst Max-Slew Pin Slew=0.832 ns, Port-buffer cells=56, core area=6870 sq um, Crit path required time=11.20 ns, critical path capture point type=output port, Layout Cells excl Fill=562, antenna-violating nets left=0, flop count=0, Post-synth seq share=0%, RSZ-0062 raised after global routing=false, syn_area_per_cell=6.64 sq um, area fraction in full adders, half adders and majority gates=23.6%, synth-to-layout area growth=20.1%, share of cells above drive strength 1=4.51%, setup TNS=0 ns, xor/xnor share=1.83%, Commonest Layout Cell=clkdlybuf4s50_1, Inst Count DP=562, Yosys Warn Count=1, 1st-iter DRT viols=210, num ports=56, antenna violations before repair=0, largest net degree at the start of global routing=50, Via density=5.84, first-pass GRT wire length=14700 um, 1st-pass router iterations=5, area of the mapped netlist=2880 sq um, via count=3280, # diodes=0, status=finished clean, Placed Area=3450 sq um, Hold Startpoint=A[1], P_leak=1.49 nW, Placer Congestion=1.00, Post-Synthesis Cells=433, maxcap violations=0
[metrics by stage]
stage	util [%]	hold WS [ns]	worst slack (ns)
after floorplan	-	5.68	5.59
after global placement	50.3	6.80	4.04
after detailed placement	50.3	6.77	4.06
after CTS	50.3	6.78	4.02
after global routing	50.3	6.85	3.78
final	50.3	6.79	3.99
[synthesized netlist by cell type, types with 7 or more instances]
cell | n | area share (%)
nand3_1 | 8 | 1.4
a21o_1 | 9 | 2.3
o21ai_0 | 26 | 4.5
ha_1 | 51 | 22
a211oi_1 | 14 | 3.7
a221oi_1 | 8 | 2.4
nor3_1 | 20 | 3.5
clkbuf_1 | 13 | 1.7
a21oi_1 | 36 | 6.3
nor4_1 | 7 | 1.5
nor2_1 | 50 | 6.5
inv_1 | 46 | 6.0
buf_2 | 8 | 1.4
nand2_1 | 23 | 3.0
or3_1 | 7 | 1.5
[worst paths after layout]
path | endpoint | slack (ns) | cells after the start
hold / removal | result[0] | 6.79 | 4
setup / recovery | zero | 3.99 | 13
[critical path: stages]
cell and delay (ns):
clkdlybuf4s50_1 0.47, ha_1 0.28, fa_1 0.45, a211oi_1 0.43, o21ai_1 0.18, a41oi_1 0.50, o21a_1 0.18, o31a_1 0.13
nand3_1 0.09, or4_1 0.52, or4b_1 0.54, nor4_2 0.15, clkdlybuf4s50_1 0.49
[report_power, final]
part	internal, W	switching [W]	leakage, nW	total [W]
Sequential	0	0	0	0
Clock	0	0	0	0
Combinational	0.0000570	0.0000679	1.49	0.000125
[logic make-up after synthesis]
| logic type | count (synthesis) |
|---|---|
| buf+inv | 75 |
| compound gates | 147 |
| mux | 8 |
| fa+ha+maj | 53 |
| simple gates | 144 |
| xor+xnor | 6 |
[area by class of cell]
class	instances	area [sq um]	area share [%]
timing repair buffer	62	606	17.5
tap	96	120	3.48
inverter	46	173	5.00
multi-input combinational	358	2560	74.0
[routing by layer]
layer | vias up | GRT usage [%] | wire [um]
met1 | 1483 | 39.3 | 4440
met4 | 0 | 0.606 | 27
li1 | 1652 | - | -
met3 | 6 | 1.26 | 593
met5 | - | 0 | 0
met2 | 139 | 40.3 | 4180
Power and IR drop assume default switching activity.
