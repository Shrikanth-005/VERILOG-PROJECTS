===== flow/run.sh =====
#!/bin/bash
# OpenROAD 26Q1-2900-gdf79404cd8, Yosys 0.63+post, stock flow scripts
make -C /OpenROAD-flow-scripts/flow DESIGN_CONFIG=/design/flow/config.mk WORK_HOME=/design/flow/orfs finish

===== flow/config.mk =====
export PLATFORM = sky130hd
export DESIGN_NAME = pipelined_alu_3stage
export DESIGN_NICKNAME = pipelined_alu_3stage
export VERILOG_FILES = /design/flow/design.v
export SDC_FILE = /design/flow/constraint.sdc
export NUM_CORES = 4
export LEC_CHECK = 1
export CORE_UTILIZATION = 50

===== flow/constraint.sdc =====
current_design pipelined_alu_3stage

set clk_period 8.7
set clk_io_pct 0.2

create_clock -name clk0 -period $clk_period [get_ports {clk}]

set non_clock_inputs [all_inputs -no_clocks]
set_input_delay [expr $clk_period * $clk_io_pct] -clock clk0 $non_clock_inputs
set_output_delay [expr $clk_period * $clk_io_pct] -clock clk0 [all_outputs]

===== flow/design.v =====
module pipelined_alu_3stage(
input clk,
input reset,
input [15:0] A,
input [15:0] B,
input [3:0] opcode,
output reg [15:0] result,
output reg zero,
output reg carry,
output reg sign,
output reg overflow
);
reg [15:0] A_reg,B_reg;
reg [3:0] opcode_reg;
reg [16:0] temp_reg;
reg [15:0] result_stage2;
reg carry_stage2;
reg overflow_stage2;
always @(posedge clk or posedge reset) begin
if(reset) begin
A_reg<=0;
B_reg<=0;
opcode_reg<=0;
end else begin
A_reg<=A;
B_reg<=B;
opcode_reg<=opcode;
end
end
always @(posedge clk or posedge reset) begin
if(reset) begin
result_stage2<=0;
carry_stage2<=0;
overflow_stage2<=0;
temp_reg<=0;
end else begin
case(opcode_reg)
4'b0000: begin
temp_reg=A_reg+B_reg;
result_stage2<=temp_reg[15:0];
carry_stage2<=temp_reg[16];
overflow_stage2<=temp_reg[15]^temp_reg[16];
end
4'b0001: begin
temp_reg=A_reg-B_reg;
result_stage2<=temp_reg[15:0];
carry_stage2<=temp_reg[16];
overflow_stage2<=temp_reg[15]^temp_reg[16];
end
4'b0010: result_stage2<=A_reg&B_reg;
4'b0011: result_stage2<=A_reg|B_reg;
4'b0100: result_stage2<=A_reg^B_reg;
default: result_stage2<=0;
endcase
end
end
always @(posedge clk or posedge reset) begin
if(reset) begin
result<=0;
zero<=0;
carry<=0;
sign<=0;
overflow<=0;
end else begin
result<=result_stage2;
carry<=carry_stage2;
overflow<=overflow_stage2;
zero<=(result_stage2==0);
sign<=result_stage2[15];
end
end
endmodule

==> results.yml <==
# generated from flow reports
clocking:
  clkTransAtPathRegs_ns: 0.09
  cts_inserted_buffers: 9
  ctsResizeCount: 0
  clock_latency_ns: 0.35
  htree_levels: 3
  cts-root-buf: "clkbuf_8"
  clock_sinks: 73
  cts_setup_buffers: 0
  clockBufferDepth: 2
  postCtsHoldBufs: 0
  cts_tree: "built"
die:
  fp_util_pct: 52.6
  die_w_microns: 93.1
  num_rows: 32
  core_area_sq_um: 7890
  die_h_microns: 93.1
  chipArea_sq_um: 8670
  io-pin-count: 58
synthesis:
  ys.flop_type: "dfrtp_1"
  ys_sh_adder_pct: 16.3
  synthArstFlopShare_pct: 100
  edf_count: 0
  topCombFamilyByArea: "AND-OR/OR-AND gates"
  synth_cell_types: 57
  xor_area_share_pct: 1.69
  muxShareOfSynthArea_pct: 0.964
  compound_area_share_pct: 19.1
  ys_seq_share_pct: 44.0
  syn_area_sq_um: 4150
  postSynthAreaPerCell_sq_um: 9.84
  ys_cells: 422
  ys_chip_area_sq_um: 4150
  ys_warn_count: 1
  synthCells: 422
  yosys.area_share.simple_pct: 11.6
  ys_ff: 73
detailed_routing:
  drc_errors: 0
  drt-initial-drc-count: 136
  wl_microns: 8750
  firstDrtPassIters: 4
  antennaDiodeCount: 0
  routed_via_density: 5.41
  final_antenna_net_count: 0
  routedWlPerCell_microns: 15.0
  num_vias: 3160
critical_path:
  crit_slowest_cell: "a211oi_1"
  cp-start-kind: "register"
  timing_worst_setup_path_type: "reg -> reg"
  crit_buf_inv: 1
  cp.arrival_ns: 3.46
  crit_required_ns: 8.94
  end_kind: "register"
  max_stage_delay_ns: 0.48
  crit_chain: "inv_1 > ha_1 > a211oi_1 > o21ai_0 > a21o_1 > o31ai_1 > o21ai_1 > a31oi_1 > o32ai_1 > or4b_1 > o311ai_0"
  crit_family: "AND-OR/OR-AND gates"
  reg2reg_from: "A_reg[1]"
  worstPathMaxFanout: 4
  cp-startpoint: "A_reg[1]"
power:
  p_comb_share_pct: 20.9
  netSwitchingFraction_pct: 28.2
  power_uw: 807
  power_frac_seq_pct: 46.9
  p_per_area_nw_per_um2: 161
  p_int_uw: 579
  leakage_uw: 0.00238
  pwr-share-clk_pct: 32.3
  ir_drop_mv: 0.0820
  p_switching_uw: 228
grt:
  grt_max_degree: 46
  antenna_found_initial: 0
  grt_pass1_wl_microns: 14700
  grt_pass1_vias: 2935
  grt-ovfl-total: 0
  track_usage_pct: 22.6
sta:
  worst_slew_pin_slew_ns: 0.768
  drv_slew: 0
  fin_crit_ns: 3.22
  max-slew-margin-rel_pct: 48.6
  final.setup_skew_ns: 0.0132
  fmax_mhz: 311
  fin_crit_sh_pct: 37.0
  tns_ns: 0
  timing.final.ws_setup_ns: 5.48
  finalHoldViolCount: 0
  setup_viol: 0
  grt_setup_unrepaired: "false"
placed_design:
  dp.cells: 568
  hpwl_microns: 6380
  globalplace.congestion: 0.918
  dp_slack_ns: 5.50
  placed_area_sq_um: 4810
  portBuffers: 57
job:
  maxCapViolations: 0
  openroad.warnings: 61
final_layout:
  final_cells: 584
  lay_top_count: "dfrtp_1"
  areaGrowthSynthToFinish_pct: 20.5
  layout-drive-gt1-share_pct: 5.19
  fillers: 647
  fin_area_sq_um: 5000
  layout_top_cells: "73 x dfrtp_1, 57 x clkdlybuf4s50_1, 51 x ha_1"
run_status:
  status: "finished, final reports clean"
min_path:
  hold_path.class: "reg -> reg"
  worstHoldStart: "result_stage2[6]"
## cell usage after synthesis, types with 6 or more instances
cell type | count | share of area [%]
clkbuf_1 | 11 | 0.99
ha_1 | 51 | 15
nand2_1 | 23 | 2.1
nor4_1 | 6 | 0.90
xnor2_1 | 7 | 1.5
inv_1 | 50 | 4.5
a21oi_1 | 33 | 4.0
nor3_1 | 11 | 1.3
dfrtp_1 | 73 | 44
o21ai_0 | 26 | 3.1
nor2_1 | 30 | 2.7
nand2b_1 | 7 | 1.1
## metal layers
layer / track usage, % / vias up / part of all wire [%]
li1: - / 1583 / -
met1: 38.0 / 1465 / 48
met2: 33.0 / 107 / 45
met3: 4.05 / 5 / 6.1
met4: 2.31 / 0 / 0.88
met5: 0 / - / 0
## cells by family after synthesis
logic type	Yosys count
compound gates	118
simple gates	99
flops	73
buf+inv	67
fa+ha+maj	53
xor+xnor	8
mux	4
## worst register-to-register path: cells and delay by family, from the launching register on
kind	cells	cell delay, ns
compound gates	8	1.81
buf+inv	1	0.16
fa+ha+maj	1	0.28
simple gates	1	0.46
flops	1	0.40
## through the flow
step,utilization (%),hold WS (ns)
floorplan,-,0.354
global placement,61.0,0.358
detailed placement,61.0,0.366
CTS,63.4,0.377
global route,63.4,0.399
finish,63.4,0.379
## path summary, 6_finish.rpt
check	endpoint	slack [ns]	depth (start not counted)
setup / recovery	overflow_stage2	5.48	11
hold / removal	result[6]	0.38	0
setup reg to reg	overflow_stage2	5.48	11
hold reg to reg	result[6]	0.38	0
max in group asynchronous	result_stage2[6]	5.97	3
min in group asynchronous	A_reg[8]	1.77	2
## cell type report
cell class                 instances  area [sq um]  share of cell area [%]
clock buffer                      11           131                    2.63
timing repair buffer              61           601                    12.0
sequential                        73          1830                    36.5
clock inverter                     5          56.3                    1.13
multi-input combinational        282          2070                    41.4
inverter                          50           188                    3.75
tap                              102           128                    2.55
## power by group through the flow
stage         registers, uW  clock network (uW)  logic (uW)
finish                  378                 260         168
global route            382                 281         189
CTS                     379                 267         168
No activity file was given, so power comes from the tool's default toggle rates.
