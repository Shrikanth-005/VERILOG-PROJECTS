## design/flow/design.v

```verilog
module fifo_sync #(
    parameter DATA_WIDTH = 8,
    parameter DEPTH = 32,
    localparam ADDR_WIDTH = $clog2(DEPTH)
)(
    input  wire                  clk,
    input  wire                  reset,
    input  wire                  write_en,
    input  wire                  read_en,
    input  wire [DATA_WIDTH-1:0] data_in,
    output wire [DATA_WIDTH-1:0] data_out,
    output wire                  empty,
    output wire                  full
);
    reg [DATA_WIDTH-1:0] mem [0:DEPTH-1];
    reg [ADDR_WIDTH-1:0] wr_ptr;
    reg [ADDR_WIDTH-1:0] rd_ptr;
    reg [DATA_WIDTH-1:0] data_out_reg;
    assign data_out = data_out_reg;
    wire [ADDR_WIDTH-1:0] next_wr_ptr;
    assign next_wr_ptr = (wr_ptr == DEPTH-1) ? 0 : wr_ptr + 1;
    assign empty = (wr_ptr == rd_ptr);
    assign full  = (next_wr_ptr == rd_ptr);
    always @(posedge clk or posedge reset) begin
        if (reset) begin
            wr_ptr <= 0;
            rd_ptr <= 0;
            data_out_reg <= 0;
        end
        else begin
            if (write_en && !full) begin
                mem[wr_ptr] <= data_in;
                wr_ptr <= next_wr_ptr;
            end
            if (read_en && !empty) begin
                data_out_reg <= mem[rd_ptr];
                rd_ptr <= (rd_ptr == DEPTH-1) ? 0 : rd_ptr + 1;
            end
        end
    end
endmodule
```

## design/flow/constraint.sdc

```tcl
current_design fifo_sync

set clk_period 4.5
set clk_io_pct 0.2

create_clock -name clk0 -period $clk_period [get_ports {clk}]

set non_clock_inputs [all_inputs -no_clocks]
set_input_delay [expr $clk_period * $clk_io_pct] -clock clk0 $non_clock_inputs
set_output_delay [expr $clk_period * $clk_io_pct] -clock clk0 [all_outputs]
```

## design/flow/config.mk

```make
export PLATFORM = sky130hd
export DESIGN_NAME = fifo_sync
export DESIGN_NICKNAME = fifo_sync
export VERILOG_FILES = /design/flow/design.v
export SDC_FILE = /design/flow/constraint.sdc
export NUM_CORES = 4
export LEC_CHECK = 1
export CORE_UTILIZATION = 40
```

## design/flow/run.sh

```bash
#!/bin/bash
# OpenROAD 26Q1-2900-gdf79404cd8, Yosys 0.63+post, stock flow scripts
make -C /OpenROAD-flow-scripts/flow DESIGN_CONFIG=/design/flow/config.mk WORK_HOME=/design/flow/orfs finish
```

==> out/results.ini <==
[outcome]
status = finished clean

[timing]
fin_crit_sh_pct = 89.2
hold_violations = 0
fin_skew_ps = 10.2
fmax_mhz = 249
grt_setup_unrepaired = false
tightest_slew_ps = 939
slew_headroom_pct = 37.4
setup_viol_count_final = 0
setup_tns_ps = 0
postLayoutSetupSlackWorst_ps = 487
finalCriticalPeriod_ps = 4010
slew_viol_final = 0

[clocking]
clockBufferDepth = 3
ctsRootBufferMaster = clkbuf_16
cts_resized = 0
clock_sinks = 274
tritoncts = built
postCtsHoldBufs = 0
clock_latency_ps = 550
cts_setup_buffers = 0
clk_pin_slew_ps = 60
cts_made_buffers = 28
htree_levels = 1

[drt]
drt_pass1_iterations = 5
wl_mm = 34.2
routedWlPerCell_um = 28.3
drc_errors = 0
viasPerCell = 5.91
first_iter_violations = 621
route.vias.total = 7152
antenna_left = 0
num_antenna_cells = 0

[critical_path]
cp.depth = 8
reg2reg_depth = 9
rrSetupSlack_ps = 720
worst-path-buf-inv = 1
r2r_start = rd_ptr[1]$_DFFE_PP0P_
crit_chain = ha_1 > and3_1 > ha_1 > nor2_1 > xnor2_1 > nor4b_1 > and2_1 > clkdlybuf4s50_1
rr_endpoint = data_out_reg[4]$_DFFE_PP0P_
slowest_stage = dfrtp_1
crit_top_cell = ha_1
cp.arrival_ps = 3110
max_stage_delay_ps = 470
required_ps = 3600
worstPathMaxFanout = 9
critical-path-top-delay-family = simple AND/OR/NAND/NOR gates
endpoint = full
critPathLaunchType = flip-flop
cp-end-kind = output port
startpoint = wr_ptr[0]$_DFFE_PP0P_
path_class = flip-flop to output port

[synthesis]
flop_cell = edfxtp_1
synth-edff-count = 256
yosysWarnings = 2
async_flop_share_pct = 6.57
yosysTopAreaCellShare_pct = 67.2
ys_seq_share_pct = 71.2
synth.avg_cell_area_um2 = 15.1
ys_cells = 758
synth_cells = 758
synth.largest_area_cell = edfxtp_1
syn-cell-area_um2 = 11400
common_cells = edfxtp_1, nand2_1, nand3_1
most_common_cell = edfxtp_1
yosysUniqueCellTypes = 63
synth.area.top_cells = edfxtp_1, dfrtp_1, mux2_2
yosys-stat-area_um2 = 11400
synth-seq-cells = 274

[floorplanning]
pin_count = 22
core_um2 = 27900
die_area_um2 = 29300
die_h_um = 171
fp.dieW_um = 171
rows = 61
initCoreUtil_pct = 40.9

[placement]
port_buffers = 21
gp_congestion = 1.06
dp_hpwl_mm = 22.5
dp_worst_setup_slack_ps = 824

[layout]
largest_reg_flops = 256
syn_to_final_growth_pct = 14.7
num-fill-cells = 2426
final_core_util_pct = 46.9
drive_gt1_share_pct = 16.7

[run]
warnings = 33
drv_cap = 0

[pwr]
max-vdd-ir-drop_mv = 0.344
power.density_nw_per_um2 = 614
p_leak_nw = 4.27
power_mw = 8.05

[global_routing]
grt_usage_pct = 26.3
first_global_vias = 7328
antenna_found_initial = 0
grt_overflow = 0
grt_max_degree = 33
grt_pass1_wl_mm = 50.0

[hold_path]
hold_path.class = flip-flop to flip-flop

==> cell type report <==
class                           instances  area (um^2)  area share (%)
Sequential cell                       274         8140            62.1
Multi-Input combinational cell        420         2980            22.7
Clock buffer                           41          791            6.03
Timing Repair Buffer                   77          631            4.81
Tap cell                              378          473            3.61
Clock inverter                          9         45.0           0.344
Inverter                               12         45.0           0.344
==> worst min-delay path, stage by stage (launching register included) <==
cell     delay (ps)
dfrtp_1         340
nand2_1          50
o31ai_1          50
==> kinds of logic (layout without fill, tap and decap cells) <==
| family | count (synthesis) | count (layout) | synth area share (%) |
|---|---|---|---|
| XOR/XNOR | 10 | 10 | 0.766 |
| flip-flops | 274 | 274 | 71.2 |
| adder cells (fa/ha/maj) | 12 | 12 | 1.31 |
| buffers and inverters | 64 | 139 | 2.76 |
| AND-OR/OR-AND | 131 | 131 | 8.83 |
| AND/OR/NAND/NOR | 216 | 216 | 9.64 |
| multiplexers | 51 | 51 | 5.51 |
==> metrics by stage <==
stage	cell area, um^2	hold WS [ps]	std cells
floorplan	11400	424	758
global placement	12300	459	1161
detailed placement	12300	466	1161
CTS	13100	480	1211
global route	13100	511	1211
finish	13100	473	1211
==> layout by cell type (no fill, tap or decap), types with 5 or more instances in the layout <==
| master | n |
|---|---|
| a21oi_1 | 6 |
| a22o_1 | 12 |
| a22oi_1 | 29 |
| a32oi_1 | 10 |
| and2_1 | 5 |
| and3_1 | 7 |
| buf_4 | 56 |
| clkbuf_1 | 10 |
| clkbuf_16 | 29 |
| clkdlybuf4s50_1 | 21 |
| dfrtp_1 | 15 |
| edfxtp_1 | 256 |
| ha_1 | 12 |
| inv_1 | 11 |
| mux2_2 | 25 |
| mux2i_1 | 19 |
| mux4_2 | 7 |
| nand2_1 | 50 |
| nand2b_1 | 5 |
| nand3_1 | 42 |
| nand4_1 | 18 |
| nor2_1 | 28 |
| nor2b_1 | 11 |
| nor3_1 | 27 |
| o21ai_0 | 17 |
| o22ai_1 | 9 |
| o31ai_1 | 8 |
| xnor2_1 | 6 |
==> layer usage <==
metal	vias to the layer above	track usage, %	wire length (um)
li1	3105	-	-
met1	3520	37.6	13100
met2	453	36.4	15200
met3	74	14.9	4810
met4	0	7.49	1120
met5	-	0	0
==> worst min path at each step <==
stage / to / from / cells after the start / slack [ps]
after global routing: data_out_reg[4]$_DFFE_PP0P_ / data_out_reg[4]$_DFFE_PP0P_ / 2 / 510
after CTS: data_out_reg[6]$_DFFE_PP0P_ / data_out_reg[6]$_DFFE_PP0P_ / 2 / 480
final: data_out_reg[6]$_DFFE_PP0P_ / data_out_reg[6]$_DFFE_PP0P_ / 2 / 470
==> power by group <==
part / switching, mW / internal, mW / total [mW]
combinational: 1.79 / 0.971 / 2.77
clock: 0.928 / 1.21 / 2.14
sequential: 0.208 / 2.94 / 3.15
No activity file was given, so power comes from the tool's default toggle rates.
